`./design.v`:
```
`timescale 1ns / 1ps
module SevenSegmentDisplay(
    input wire [3:0] value,
    input wire decimal,
    input wire [1:0] digit,
    output reg [3:0] anodes,
    output reg [7:0] cathodes
);
    wire [7:0] segments;
    SevenSegmentDecoder Decoder (.value(value), .decimal(decimal), .segments(segments));
    always @(*) begin
        case (digit)
            2'b00: anodes = ~4'b0001;
            2'b01: anodes = ~4'b0010;
            2'b10: anodes = ~4'b0100;
            2'b11: anodes = ~4'b1000;
        endcase
        cathodes = segments;
    end
endmodule
`timescale 1ns / 1ps
module SevenSegmentDecoder(
    input wire [3:0] value,
    input wire decimal,
    output reg [7:0] segments
);    
    always @(*)
        if (decimal == 1)
            case (value)            
                   4'd0: segments = ~8'b1111_1100;
                   4'd1: segments = ~8'b0110_0000;
                   4'd2: segments = ~8'b1101_1010;
                   4'd3: segments = ~8'b1111_0010;
                   4'd4: segments = ~8'b0110_0110;
                   4'd5: segments = ~8'b1011_0110;
                   4'd6: segments = ~8'b1011_1110;
                   4'd7: segments = ~8'b1110_0000;
                   4'd8: segments = ~8'b1111_1110;
                   4'd9: segments = ~8'b1111_0110;
                default: segments = ~8'b0000_0010;
            endcase
        else
            case (value)         
                4'h0: segments = ~8'b1111_1100;
                4'h1: segments = ~8'b0110_0000;
                4'h2: segments = ~8'b1101_1010;
                4'h3: segments = ~8'b1111_0010;
                4'h4: segments = ~8'b0110_0110;
                4'h5: segments = ~8'b1011_0110;
                4'h6: segments = ~8'b1011_1110;
                4'h7: segments = ~8'b1110_0000;
                4'h8: segments = ~8'b1111_1110;
                4'h9: segments = ~8'b1111_0110;
                4'ha: segments = ~8'b1110_1110;
                4'hb: segments = ~8'b0011_1110;
                4'hc: segments = ~8'b0001_1010;
                4'hd: segments = ~8'b0111_1010;
                4'he: segments = ~8'b1001_1110;
                4'hf: segments = ~8'b1000_1110;
            endcase
endmodule
```
`./run.sh`:
```
#!/bin/bash
# OpenROAD 26Q1-2900-gdf79404cd8, Yosys 0.63+post, stock flow scripts
make -C /OpenROAD-flow-scripts/flow DESIGN_CONFIG=/design/flow/config.mk WORK_HOME=/design/flow/orfs finish
```
`./config.mk`:
```
export PLATFORM = sky130hd
export DESIGN_NAME = SevenSegmentDisplay
export DESIGN_NICKNAME = SevenSegmentDisplay
export VERILOG_FILES = /design/flow/design.v
export SDC_FILE = /design/flow/constraint.sdc
export NUM_CORES = 4
export LEC_CHECK = 1
export CORE_AREA = 10 10 70 70
export DIE_AREA = 0 0 80 80
```
`./constraint.sdc`:
```
current_design SevenSegmentDisplay

set clk_period 1.2
set clk_io_pct 0.2

create_clock -name clk0 -period $clk_period

set non_clock_inputs [all_inputs -no_clocks]
set_input_delay [expr $clk_period * $clk_io_pct] -clock clk0 $non_clock_inputs
set_output_delay [expr $clk_period * $clk_io_pct] -clock clk0 [all_outputs]
```
==> flow_metrics.py <==
# Generated from Yosys and OpenROAD reports
metrics = {
    "route": {
        "drc": 0,
        "antenna_left": 0,
        "drt_first_pass_iters": 4,
        "viasPerCell": 3.65,
        "antennaDiodeCount": 0,
        "drtIter0Drc": 8,
        "routed_wl_um": 1360,
        "dr_total_vias": 460,
        "routedWlPerCell_um": 10.8,
    },
    "global_routing": {
        "grt_max_degree": 9,
        "grt_pass1_wl_um": 2250,
        "grt_pass1_vias": 471,
        "overflow": 0,
        "antenna_found_initial": 0,
        "grtUsageTotal": 0.0406,
    },
    "sta": {
        "hold_ws_ns": 0.846,
        "slew_viol_final": 0,
        "min_period_ns": 1.37,
        "setup_viol": 6,
        "fmax_mhz": 731,
        "setup_ws_ns": -0.168,
        "final.setup.tns_ns": -0.676,
        "finalCritPeriodShare": 1.14,
        "rsz0062_at_grt": "yes",
        "hold_viol": 0,
    },
    "floorplanning": {
        "die_area_um2": 6400,
        "die_w_um": 80,
        "core_area_um2": 3420,
        "rows": 21,
        "die_h_um": 80,
        "ios": 19,
        "fp_util": 0.0974,
    },
    "placed_design": {
        "place.gp.congestion": 0.759,
        "dp_hpwl_um": 927,
        "io_buffers": 18,
        "post_dp_cell_area_um2": 593,
    },
    "logic_synthesis": {
        "yosysCellCount": 50,
        "synth_cells": 50,
        "ys_warn_count": 2,
        "ys_area_um2": 333,
        "synth.distinct_cells": 22,
        "netlist_area_um2": 333,
        "ys_seq_frac": 0,
        "syn_avg_cell_area_um2": 6.66,
    },
    "pwr": {
        "p_per_area_nw_per_um2": 316,
        "power_uw": 240,
        "ir_drop_v": 0.0000529,
        "leakage_nw": 0.321,
    },
    "worst_hold_path": {
        "worst_hold_path_type": "primary input to primary output",
        "hold_depth": 3,
    },
    "cells_and_area": {
        "clock_buffers": 0,
        "n_fill_cell": 378,
        "design_area_um2": 758,
        "drive_above_1_share": 0.600,
        "lay_top_cells": "10 x buf_2, 9 x buf_4, 7 x buf_6",
        "syn2layout_area_growth_pct": 128,
        "seq_cell_count": 0,
        "ff_latch_area_um2": 0,
        "layout_top_cell": "buf_2",
    },
    "critical_path": {
        "critPathLaunchType": "primary input",
        "critPathCaptureType": "primary output",
        "criticalPathCategory": "primary input to primary output",
        "crit_arrival_ns": 1.13,
        "worst-endpoint-required_ns": 0.96,
        "cpMostUsedCell": "buf_6",
        "cp_cell_sequence": "buf_6 > buf_6 > ha_4 > nor2_4 > a211oi_2 > a211o_1 > buf_2",
        "slowest_delay_ns": 0.27,
        "slowest_stage": "a211o_1",
        "cp_max_fo": 4,
    },
    "job": {
        "warnings": 39,
        "drv_cap": 0,
    },
    "outcome": {
        "status": "finished with violations",
        "violations": "negative setup slack",
    },
}
==> where the power goes <==
part	internal, mW	leakage, nW	switching, mW	total (mW)
registers	0	0	0	0
logic	0.138	0.321	0.101	0.240
clock network	0	0	0	0
total	0.138	0.321	0.101	0.240
==> logic make-up after synthesis <==
logic type	after synthesis	synth area share
compound gates	17	0.320
fa+ha+maj	6	0.226
buf+inv	7	0.147
mux	1	0.0301
other cells	1	0.0113
simple gates	18	0.267
==> through the flow <==
stage | std cells | worst slack, ns | utilization
global route | 126 | -0.234 | 0.222
global placement | 118 | -1.02 | 0.174
CTS | 126 | -0.166 | 0.215
finish | 126 | -0.168 | 0.222
detailed placement | 118 | -1.00 | 0.174
floorplan | 50 | 0.0484 | -
==> worst max-delay path: cells and delay by family <==
family / cells / cell delay [ns]
and+or+nand+nor: 1 / 0.08
adders and majority gates: 1 / 0.16
buffers and inverters: 3 / 0.33
AOI/OAI and AO/OA: 2 / 0.32
==> final timing paths <==
| check | slack, ns | startpoint | end |
|---|---|---|---|
| setup / recovery | -0.17 | value[0] | cathodes[4] |
| hold / removal | 0.85 | digit[0] | anodes[0] |
==> layout make-up <==
| type | instances | area (µm²) | share of cell area |
|---|---|---|---|
| Inverter | 3 | 13.8 | 0.0182 |
| Tap cell | 46 | 57.6 | 0.0759 |
| Multi-Input combinational cell | 43 | 400 | 0.528 |
| Timing Repair Buffer | 34 | 287 | 0.378 |
==> Yosys cell counts <==
cell,instances,area [µm²]
ha_1,6,75.1
nand2_1,5,18.8
nor2_1,5,18.8
a211oi_1,4,30.0
a21oi_1,4,20.0
nand2b_1,4,25.0
o21ai_0,4,20.0
inv_1,3,11.3
nor2b_1,2,12.5
a211o_1,1,8.76
a31oi_1,1,6.26
buf_2,1,5.00
buf_4,1,7.51
buf_6,1,11.3
clkbuf_8,1,13.8
conb_1,1,3.75
mux2i_1,1,10.0
nand3b_1,1,7.51
o211ai_1,1,7.51
o21a_1,1,7.51
o22ai_1,1,6.26
or2_2,1,6.26
==> timing repair <==
| action | 4_1_cts | 5_1_grt |
|---|---|---|
| setup endpoints to repair | 11 | 8 |
| pin swaps | 9 | 3 |
| gates cloned | 2 | 0 |
| setup buffers | 6 | 0 |
| gates resized | 83 | 7 |
| hold buffers | 0 | 0 |
==> layer usage <==
layer  track usage  part of all wire
met2        0.0754              0.56
met5             0                 0
met4             0                 0
met3       0.00341             0.045
met1        0.0521              0.39
Power figures rest on the tool's default switching activity, not on a simulated workload.
