==> ./design.v <==
module ClockDivider #(parameter DIV = 1, parameter CLOCK_FREQ = 100_000_000) (
    input wire clk,
    output reg reclk
);
    parameter LIMIT = CLOCK_FREQ / DIV;
    parameter WIDTH = $clog2(LIMIT);
    parameter ZERO = {{WIDTH} {1'b0}};
    parameter MAX = LIMIT - 1'b1;
    reg [WIDTH-1:0] counter = ZERO;
    always @(posedge clk) begin
        if (counter == MAX) begin
            reclk <= 1'b1;
            counter <= ZERO;
        end
        else begin
            reclk <= 1'b0;
            counter <= counter + 1;
        end
    end
endmodule
module Counter(
    input wire clk,
    input wire up,
    input wire down,
    input wire reset,
    output reg div,
    output reg [3:0] anodes,
    output reg [7:0] cathodes
);
    reg signed [7:0] value = 8'b0;
    wire [3:0] digits;
    wire [7:0] segments;
    FullSevenSegmentDisplay Display (.clk(clk), .value(value), .anodes(digits), .cathodes(segments));
    wire up_stable, down_stable, reset_stable;
    reg pressed, up_pressed, down_pressed, reset_pressed = 1'b0;
    Debouncer IncrementDebouncer (.clk(clk), .unstable(up), .stable(up_stable));
    Debouncer DecrementDebouncer (.clk(clk), .unstable(down), .stable(down_stable));
    Debouncer ResetDebouncer (.clk(clk), .unstable(reset), .stable(reset_stable));
    wire reclk;
    parameter MS = 10;
    parameter CLOCK_FREQ = 100_000_000;
    parameter DIV = CLOCK_FREQ / ((CLOCK_FREQ / 1_000) * MS);
    ClockDivider #(.DIV(DIV)) ButtonDivider (.clk(clk), .reclk(reclk));
    parameter S0 = 2'd0;
    parameter S1 = 2'd1;
    parameter S2 = 2'd2;
    reg [1:0] state, next_state = S0;
    always @(posedge clk) begin
        if (reclk) begin
            if (up_stable) begin
                if (~up_pressed)
                    value <= value + 8'b1;
                    up_pressed <= 1'b1;
            end else
                up_pressed <= 1'b0;
            if (down_stable) begin
                if (~down_pressed)
                    value <= value - 8'b1;
                    down_pressed <= 1'b1;
            end else
                down_pressed <= 1'b0;
            if (reset_stable) begin
                if (~reset_pressed)
                    value <= 8'b0;
                    reset_pressed <= 1'b1;
            end else
                reset_pressed <= 1'b0;
            pressed <= up_pressed | down_pressed | reset_pressed;
            state = next_state; 
        end 
        anodes <= digits;
        cathodes <= segments;
    end
    always @(posedge pressed) begin
        if (up_pressed)
            case (state)
                S0: next_state <= S1;
                S1: next_state <= S2;
                S2: next_state <= S0;
                default: next_state <= state;
            endcase
        if (down_pressed)
            case (state)
                S0: next_state <= S2;
                S1: next_state <= S0;
                S2: next_state <= S1;
                default: next_state <= state;
            endcase
        if (reset_pressed)
            next_state <= S0;
    end
    always @(*)
        case (state)
            S0: div = 1'b1;
            S1: div = 1'b0;
            S2: div = 1'b0;
            default: div = 1'b0;
        endcase
endmodule
module Debouncer #(MS = 5, parameter CLOCK_FREQ = 100_000_000) (
    input wire clk,
    input wire unstable,
    output reg stable
);
    parameter DIV = CLOCK_FREQ / ((CLOCK_FREQ / 1_000) * MS);
    wire reclk;
    ClockDivider #(.DIV(DIV)) DebouncerDivider (.clk(clk), .reclk(reclk));
    reg [2:0] meta_state;
    always @(posedge clk) begin
        if (reclk) begin
            stable <= meta_state[2];
        end
        meta_state <= {meta_state[1:0], unstable};
    end
endmodule
`timescale 1us / 1ps
module FourDigitSevenSegmentDecoder(
    input wire clk,
    input wire [3:0] v3, v2, v1, v0,
    input wire [3:0] digits,
    input wire decimal,
    output reg [3:0] anodes,
    output reg [7:0] cathodes
);
    reg reclk;
    reg [18:0] counter = 19'd0;
    always @(negedge clk) begin
        reclk <= 0;
        if (counter == 19'd400_000) begin
            reclk <= 1;
            counter <= 1;
        end 
        else
            counter <= counter + 1;
    end
    parameter s3 = 4'b1000;
    parameter s2 = 4'b0100;
    parameter s1 = 4'b0010;
    parameter s0 = 4'b0001;
    reg [3:0] state;   
    reg [1:0] idx;   
    reg [3:0] value;   
    wire [7:0] segments;   
    SevenSegmentDecoder SingleDigitDecoder (
    .value(value), 
    .decimal(decimal), 
    .segments(segments)
    );
    initial begin
        state = s0;
        idx = 2'd0;
        value = 4'b0;
    end
    always @(state) begin
        case (state)
            s0: begin
                value = v0;
                idx = 2'd0;
            end
            s1: begin
                value = v1;
                idx = 2'd1;
            end
            s2: begin
                value = v2;
                idx = 2'd2;
            end
            s3: begin
                value = v3;
                idx = 2'd3;
            end
            default: begin
                value = 4'b0;
                idx = 2'd0;
            end
        endcase
        anodes = digits[idx] ? ~state : ~4'b0;
        cathodes = digits[idx] ? segments : ~8'b0;
    end
    always @(posedge clk) begin
        if (reclk) begin
            case (state)
                s0: state = s1;
                s1: state = s2;
                s2: state = s3;
                s3: state = s0;
                default: state = s0;
            endcase
        end
    end
endmodule
`timescale 1ns / 1ps
module FullSevenSegmentDisplay(
    input wire clk,
    input wire [7:0] value,
    output reg [3:0] anodes,
    output reg [7:0] cathodes
);   
    parameter MSB = 7;
    wire sign = value[MSB];
    wire [MSB:0] abs = sign ? (~value + 1) : value;
    reg [3:0] sel;   
    reg [3:0] v3, v2, v1, v0;   
    wire [3:0] digits;
    wire [7:0] segments;
    FourDigitSevenSegmentDecoder FourDigitDecoder (
    .clk(clk),
    .v3(v3), 
    .v2(v2), 
    .v1(v1), 
    .v0(v0), 
    .digits(sel),
    .decimal(1'b1),   
    .anodes(digits),
    .cathodes(segments)
    );
    always @(*) begin
        v3 = 4'd10; v2 = 4'd10; v1 = 4'd10; v0 = 4'd10;
        if (abs < 8'd10) begin
            sel = sign ? 4'b0011 : 4'b0001;
            v0 = abs[3:0];   
        end
        else if (abs < 8'd100) begin
            sel = sign ? 4'b0111 : 4'b0011;
            v1 = abs / 8'd10;   
            v0 = abs - v1 * 8'd10;   
        end
        else begin
            sel = sign ? 4'b1111 : 4'b0111;
            v2 = abs / 8'd100;   
            v1 = (abs - v2 * 8'd100) / 8'd10;   
            v0 = abs - v2 * 8'd100 - v1 * 8'd10;   
        end
        anodes = digits;
        cathodes = segments;
    end
endmodule
`timescale 1ns / 1ps
module SevenSegmentDecoder(
    input wire [3:0] value,
    input wire decimal,
    output reg [7:0] segments
);    
    always @(*)
        if (decimal == 1)
            case (value)            
                   4'd0: segments = ~8'b1111_1100;
                   4'd1: segments = ~8'b0110_0000;
                   4'd2: segments = ~8'b1101_1010;
                   4'd3: segments = ~8'b1111_0010;
                   4'd4: segments = ~8'b0110_0110;
                   4'd5: segments = ~8'b1011_0110;
                   4'd6: segments = ~8'b1011_1110;
                   4'd7: segments = ~8'b1110_0000;
                   4'd8: segments = ~8'b1111_1110;
                   4'd9: segments = ~8'b1111_0110;
                default: segments = ~8'b0000_0010;
            endcase
        else
            case (value)         
                4'h0: segments = ~8'b1111_1100;
                4'h1: segments = ~8'b0110_0000;
                4'h2: segments = ~8'b1101_1010;
                4'h3: segments = ~8'b1111_0010;
                4'h4: segments = ~8'b0110_0110;
                4'h5: segments = ~8'b1011_0110;
                4'h6: segments = ~8'b1011_1110;
                4'h7: segments = ~8'b1110_0000;
                4'h8: segments = ~8'b1111_1110;
                4'h9: segments = ~8'b1111_0110;
                4'ha: segments = ~8'b1110_1110;
                4'hb: segments = ~8'b0011_1110;
                4'hc: segments = ~8'b0001_1010;
                4'hd: segments = ~8'b0111_1010;
                4'he: segments = ~8'b1001_1110;
                4'hf: segments = ~8'b1000_1110;
            endcase
endmodule
==> ./run.sh <==
#!/bin/bash
# OpenROAD 26Q1-2900-gdf79404cd8, Yosys 0.63+post, stock flow scripts
make -C /OpenROAD-flow-scripts/flow DESIGN_CONFIG=/design/flow/config.mk WORK_HOME=/design/flow/orfs finish
==> ./config.mk <==
export PLATFORM = sky130hd
export DESIGN_NAME = Counter
export DESIGN_NICKNAME = Counter
export VERILOG_FILES = /design/flow/design.v
export SDC_FILE = /design/flow/constraint.sdc
export NUM_CORES = 4
export LEC_CHECK = 1
export CORE_UTILIZATION = 40
==> ./constraint.sdc <==
current_design Counter

set clk_period 10.0
set clk_io_pct 0.2

create_clock -name clk0 -period $clk_period [get_ports {clk}]

set non_clock_inputs [all_inputs -no_clocks]
set_input_delay [expr $clk_period * $clk_io_pct] -clock clk0 $non_clock_inputs
set_output_delay [expr $clk_period * $clk_io_pct] -clock clk0 [all_outputs]
==> summary.txt <==
Maximum VDD drop = 0.000136 V
# Cells Yosys = 799
Crit path DAT = 9.51 ns
Number of unconstrained endpoints = 4
CTS Hold Buffers Added = 0
Count of library flops with an enable pin = 21
Full die area = 0.0188 mm²
Register pins left without a clock = 2
RSZ-0062 raised after global routing = false
Setup bufs post-CTS = 0
IO buf count = 15
Synth-to-Final Area Change = 14.2%
CP max stage delay = 0.56 ns
Routed Wire Length = 12400 µm
Setup TNS = 0 ns
Rows = 49
Synth Flop Type = dfxtp_1
Gr ovfl total = 0
Yosys top cell area share = 0.337
PostCTS Resize Cnt = 0
Pre-CTS setup slack = 0.915 ns
Aoi share = 0.113
Core Region = 0.0179 mm²
Initial antenna violation count = 0
Vias in the first global route = 4777
IO Count = 17
Largest net degree at the start of global routing = 17
Worst Tran Pin Value = 0.811 ns
Hold depth = 0
CTS Buffer Depth = 2
Pre-Repair DR Iteration Count = 4
Slew headroom = 0.454
Area figure in the yosys stat output = 0.00730 mm²
CP max-delay cell = o41ai_2
Post-Synthesis Cells = 799
Synth warn = 7
Slack of the critical path = 0.780 ns
DRC violations left = 0
Drt wl/cell = 11.5 µm
CP endpoint kind = register
XOR/XNOR Fraction of Synth Area = 0.114
Initial DRC count = 258
Synth flops = 144
PD cells = 150 mW/mm²
Simple Share, Synth = 0.240
CTS tree = done
LEAKAGE = 3.30 nW
Min-Delay Path Class = reg -> reg
Max Cap Viol = 0
Max FO, Critical Path = 15
Fin cells = 1075
Antenna violation net count after detailed routing = 0
Final min period = 9.22 ns
Biggest area consumer among synthesized cells = dfxtp_1
Synthesized area = 0.00730 mm²
Global-route wire length before repair = 21600 µm
Top cells excl fill/tap = dfxtp_1, nor2_1, nand2_1, inv_1, xor2_1
Main logic family after synthesis = simple AND/OR/NAND/NOR gates
Synth Area per Inst = 9.13 µm²
Number of OpenROAD warnings = 59
Crit Path Class = reg -> reg
Clk latency late pin = 0.42 ns
Final GP Congestion = 0.882
Critical path launch point type = register
Mux frac, synth = 0.0161
CTS root buffer = clkbuf_16
Placed Instance Area = 0.00763 mm²
Fill cells = 1654
Seq share, synth = 0.424
Final Power = 1.25 mW
Post-synthesis adder-cell area fraction = 0.0552
Share of layout cells above drive strength 1 = 0.0780
Starting Density = 0.408
Dpl hpwl = 8830 µm
Vert. Die Dim = 137 µm
Detail-routed via count per cell = 4.99
Die X = 137 µm
Asr flop ratio synth = 0
Fmax = 108 MHz
Final hold viol count = 0
CTS buffer count = 17
Tcrit/Tclk final = 0.922
Post-layout util = 0.465
Post-route cell area = 0.00833 mm²
Antenna diodes = 0
Final setup viols = 0
Worst EP required = 10.29 ns
Most numerous logic cell after layout = dfxtp_1
GRT Resource Usage Total = 0.143
Synth unique cells = 83
Most frequent CP cell = ha_1
Result of the run = completed
Fin Hold WS = 0.326 ns
H-Tree Depth = 4
Slew Viols, Final = 0
Via Count = 5361
Top cells by area = dfxtp_1, edfxtp_1, xor2_1, nor2_1, xnor2_1
Clock Skews = 0.0243 ns
R2R cell count = 38
Placed cells = 1024
CTS clk-pin slew, worst paths = 0.06 ns
## final cells by class
class,count,area [µm²],area share
Clock buffer,21,514,0.0617
Clock inverter,31,189,0.0227
Inverter,31,119,0.0143
Multi-Input combinational cell,598,3940,0.472
Sequential cell,144,3090,0.371
Tap cell,229,287,0.0344
Timing Repair Buffer,21,195,0.0234
## Yosys cell counts, types with 6 or more instances
cell type  instances
dfxtp_1          123
nor2_1           110
nand2_1           68
xor2_1            48
xnor2_1           47
nand3_1           45
inv_1             30
ha_1              29
nor3_1            22
edfxtp_1          21
a21oi_1           20
nand4_1           17
nor2b_1           17
and3_1            14
o21ai_0           13
clkbuf_1          11
nor4_1            11
a31oi_1            8
and2_1             8
mux2i_1            8
nand2b_1           8
o211ai_1           8
a211oi_1           6
buf_2              6
## critical path: cells and delay by family (launching register included)
family | cells | cell delay (ns)
adders and majority gates | 7 | 2.28
buffers and inverters | 5 | 0.61
AOI/OAI and AO/OA | 15 | 3.72
xor gates and xnor gates | 1 | 0.12
and+or+nand+nor | 10 | 1.89
DFF | 1 | 0.49
## state kept, by name, indices dropped and copies added, names as in the netlist, 2 cells and up
register and cells:
DecrementDebouncer.DebouncerDivider.counter 19, IncrementDebouncer.meta_state 3, IncrementDebouncer.DebouncerDivider.counter 19, value 8, cathodes 7, ResetDebouncer.meta_state 3
ButtonDivider.counter 20, ResetDebouncer.DebouncerDivider.counter 19, anodes 4, DecrementDebouncer.meta_state 3, state 2, Display.FourDigitDecoder.state 4
Display.FourDigitDecoder.counter 19, next_state 2
## final timing paths
| kind | endpoint | slack, ns | startpoint |
|---|---|---|---|
| setup / recovery | cathodes[4]$_SDFF_PN1_ | 0.78 | value[0]$_DFFE_PP_ |
| hold / removal | ResetDebouncer.meta_state[1]$_DFF_P_ | 0.33 | ResetDebouncer.meta_state[0]$_DFF_P_ |
| hold reg to reg | ResetDebouncer.meta_state[1]$_DFF_P_ | 0.33 | ResetDebouncer.meta_state[0]$_DFF_P_ |
| setup reg to reg | cathodes[4]$_SDFF_PN1_ | 0.78 | value[0]$_DFFE_PP_ |
## report_power, final
part	internal (mW)	leakage, nW	switching (mW)
registers	0.580	1.20	0.000341
logic	0.00100	1.69	0.000127
clock network	0.409	0.412	0.261
total	0.990	3.30	0.261
## kinds of logic after synthesis
kind of cell | count (synthesis)
other cells | 1
mux | 11
fa+ha+maj | 31
buf+inv | 57
simple gates | 354
xor+xnor | 95
compound gates | 106
flops | 144
## layer usage
| metal | track usage | up-vias | share of wire |
|---|---|---|---|
| met5 | 0 | - | 0 |
| met4 | 0.0177 | 0 | 0.013 |
| met3 | 0.0238 | 10 | 0.022 |
| met2 | 0.212 | 56 | 0.43 |
| met1 | 0.231 | 2431 | 0.53 |
| li1 | - | 2864 | - |
Power is estimated from default activity; no workload was simulated.
