[flow/design.v]
module ShiftRegister #(parameter WIDTH = 16, parameter DIV = 4) (
    input wire clk_100MHz,
    input wire serial_in,
    output reg [WIDTH-1:0] parallel_out
);
    wire reclk;
    ClockDivider #(.DIV(DIV)) Divider (.clk(clk_100MHz), .reclk(reclk));
    reg [WIDTH-1:0] values = {{WIDTH - 1} {1'b0}};
    always @(posedge clk_100MHz) begin
        if (reclk) begin
            values <= {serial_in, values[WIDTH-1:1]};
        end
        parallel_out <= values;
    end
endmodule
module ClockDivider #(parameter DIV = 1, parameter CLOCK_FREQ = 100_000_000) (
    input wire clk,
    output reg reclk
);
    parameter LIMIT = CLOCK_FREQ / DIV;
    parameter WIDTH = $clog2(LIMIT);
    parameter ZERO = {{WIDTH} {1'b0}};
    parameter MAX = LIMIT - 1'b1;
    reg [WIDTH-1:0] counter = ZERO;
    always @(posedge clk) begin
        if (counter == MAX) begin
            reclk <= 1'b1;
            counter <= ZERO;
        end
        else begin
            reclk <= 1'b0;
            counter <= counter + 1;
        end
    end
endmodule
[flow/run.sh]
#!/bin/bash
# OpenROAD 26Q1-2900-gdf79404cd8, Yosys 0.63+post, stock flow scripts
make -C /OpenROAD-flow-scripts/flow DESIGN_CONFIG=/design/flow/config.mk WORK_HOME=/design/flow/orfs finish
[flow/config.mk]
export PLATFORM = sky130hd
export DESIGN_NAME = ShiftRegister
export DESIGN_NICKNAME = ShiftRegister
export VERILOG_FILES = /design/flow/design.v
export SDC_FILE = /design/flow/constraint.sdc
export NUM_CORES = 4
export LEC_CHECK = 1
export CORE_UTILIZATION = 30
[flow/constraint.sdc]
current_design ShiftRegister

set clk_period 3.0
set clk_io_pct 0.2

create_clock -name clk0 -period $clk_period [get_ports {clk_100MHz}]

set non_clock_inputs [all_inputs -no_clocks]
set_input_delay [expr $clk_period * $clk_io_pct] -clock clk0 $non_clock_inputs
set_output_delay [expr $clk_period * $clk_io_pct] -clock clk0 [all_outputs]
==> results.cfg <==
; flow metrics
[sta]
finClkSkew_ns = 0.00681
finalMaxSlewViolations = 0
max_freq_ghz = 0.483
worst_pin_slew_ns = 0.868
hold_slack_ns = 0.342
slew_headroom_pct = 41.7
grt_setup_unrepaired = false
setup-tns-final_ns = 0
period_minus_slack_ns = 2.07
finalCritPeriodShare_pct = 69.1
finalHoldViolCount = 0
setup_viol = 0

[worst_hold_path]
hp-start = values[0]
hold_depth = 0
hp-class = flop to flop

[synth]
syn_inst = 155
synth_cell_types = 35
ys_cells = 155
synth_flops = 58
ys_warn_count = 2
yosys.stat.seqShare_pct = 66.8
syn_area_per_cell_um2 = 12.8
netlist_area_um2 = 1980
ys_area_um2 = 1980

[layout]
syn2layout_area_growth_pct = 20.1
drive_gt1_share_pct = 12.4

[clock_network]
clock-sinks = 58
tritoncts = built
path_clk_slew_ns = 0.06
holdBufCountCts = 0
ctsRootBufferMaster = clkbuf_8
clock.latency.late_pin_ns = 0.32
cts.htree.levels = 3
clk_path_buf_depth = 2
ctsResizeCount = 0
cts_buffers = 9
cts_setup_buffers = 0

[critical_path]
worstPathArrival_ns = 2.25
cp.required_ns = 3.18
r2r-start = Divider.counter[12]
crit_fanout = 16
worstSetupPathType = flop to flop
crit_path_start = Divider.counter[12]
rr_worst_depth = 4
start_kind = flop
crit_path_end_kind = flop

[routing]
ant_nets = 0
viasPerCell = 4.55
routed_wl_um = 2960
routedWlPerCell_um = 11.3
drt_iter0_markers = 55
route.detailed.drc = 0
drt_first_pass_iters = 4
vias = 1191
antenna_cells = 0

[power_and_ir_drop]
p_total_uw = 1370
power_leakage_uw = 0.000909
ir_drop_uv = 345
powerDensity_nw_per_um2 = 578

[placed_design]
gp_congestion = 0.802
portBuffers = 17
hpwlAfterDp_um = 1960

[global_routing]
grt.overflow.total = 0
grt_pass1_vias = 1206
antenna_found_initial = 0
grt_max_degree = 17
grt_use_total_pct = 9.91
grt_pass1_wl_um = 5370

[floorplan]
ioPinCount = 18
die_height_um = 83.2
die_w_um = 83.2
fp_util_pct = 31.2
chipArea_um2 = 6930
core_region_area_um2 = 6350
rows = 29

[flow_run]
warnings = 25
cap_viol_max_count = 0

[run_status]
outcome = finished, final reports clean
-- cells in the mapped netlist --
| library cell | number | area, µm² |
|---|---|---|
| dfxtp_1 | 42 | 841 |
| edfxtp_1 | 16 | 480 |
| nand2_1 | 9 | 33.8 |
| a21oi_1 | 8 | 40.0 |
| nand3_1 | 8 | 40.0 |
| nor2_1 | 7 | 26.3 |
| o31ai_1 | 7 | 52.6 |
| xnor2_1 | 7 | 61.3 |
| or4_1 | 6 | 45.0 |
| xor2_1 | 6 | 52.6 |
| nand4_1 | 5 | 31.3 |
| inv_1 | 4 | 15.0 |
| and3_1 | 3 | 18.8 |
| o21ai_0 | 3 | 15.0 |
| and4_1 | 2 | 17.5 |
| buf_6 | 2 | 22.5 |
| nor3_1 | 2 | 10.0 |
| a21oi_2 | 1 | 8.76 |
| and2_2 | 1 | 7.51 |
| and3_2 | 1 | 7.51 |
| and4_4 | 1 | 11.3 |
| buf_4 | 1 | 7.51 |
| ha_1 | 1 | 12.5 |
| nand4_4 | 1 | 21.3 |
| nand4b_1 | 1 | 8.76 |
| nor2b_1 | 1 | 6.26 |
| nor3b_1 | 1 | 7.51 |
| nor4_1 | 1 | 6.26 |
| nor4_4 | 1 | 21.3 |
| o21bai_1 | 1 | 7.51 |
| or2_1 | 1 | 6.26 |
| or3_1 | 1 | 6.26 |
| or3_2 | 1 | 7.51 |
| or3_4 | 1 | 11.3 |
| or4_4 | 1 | 11.3 |
-- cell families (layout without fill, tap and decap cells) --
group,Yosys count,in the layout,synth area share [%]
adder cells (fa/ha/maj),1,1,0.632
flip-flops,58,58,66.8
buffers and inverters,7,37,2.28
XOR/XNOR,13,13,5.75
AND-OR/OR-AND,20,20,6.26
AND/OR/NAND/NOR,56,56,18.3
-- power breakdown --
part	total, µW	internal [µW]	switching (µW)
combinational	1.30	1.12	0.179
sequential	800	800	0
clock	572	291	281
-- critical path, cell delays in order, from the launching register on --
cell	delay, ns
dfxtp_1	0.40
nand4_1	0.19
or3_4	0.44
nor4_4	0.78
nor2_1	0.11
-- state kept, by name (all words and copies together) (netlist names) --
name and count:
Divider.reclk 1, parallel_out 16, Divider.counter 25, values 16
-- placed cells by master, fill, tap and decap left out, types with 2 or more instances in the layout --
| cell type | count |
|---|---|
| clkdlybuf4s50_1 | 17 |
| clkinvlp_4 | 2 |
| and3_1 | 3 |
| clkbuf_8 | 9 |
| or4_1 | 6 |
| o31ai_1 | 7 |
| edfxtp_1 | 16 |
| nand3_1 | 8 |
| inv_1 | 4 |
| nor2_1 | 7 |
| nor3_1 | 2 |
| a21oi_1 | 8 |
| dfxtp_1 | 42 |
| clkinv_2 | 3 |
| o21ai_0 | 3 |
| xnor2_1 | 7 |
| nand2_1 | 9 |
| xor2_1 | 6 |
| and4_1 | 2 |
| nand4_1 | 5 |
-- final cells by class --
class / instances / area [µm²]
clock buffers: 10 / 128
multi-input cells: 90 / 613
inverters: 4 / 15.0
repair buffers: 17 / 170
clock inverters: 6 / 33.8
fillers: 605 / 3970
flip-flops and latches: 58 / 1320
well taps: 77 / 96.3
-- through the flow --
stage,area (µm²),util (%),instances,setup slack [ns]
2_1_floorplan,1980,-,155,1.34
3_3_place_gp,2220,34.9,246,0.977
3_5_place_dp,2220,34.9,246,0.917
4_1_cts,2380,37.4,262,0.901
5_1_grt,2380,37.4,262,0.774
6_report,2380,37.4,262,0.928
-- routing by layer --
metal  GRT usage (%)  part of all wire, %  up-vias
li1                -                    -      619
met1            15.1                   51      546
met2            14.1                   42       24
met3            4.24                  6.0        2
met4            1.10                 0.24        0
met5               0                    0        -
-- final timing paths --
path                                            to  slack (ns)
worst min-delay path               parallel_out[0]        0.34
worst max register to register  Divider.counter[5]        0.93
worst max-delay path            Divider.counter[5]        0.93
worst min register to register     parallel_out[0]        0.34
Power and IR drop assume default switching activity.
